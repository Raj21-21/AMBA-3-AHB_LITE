==> ./design.v <==
`timescale 1ns / 1ps
module Master #(parameter data_size = 32)(H_readyN,H_rsp,H_rstN,H_clk,R_data, 
				i_add,i_WR,i_size,i_burst,idle,busy,i_data,    
				H_add,H_WR,H_size,H_burst,H_trans,W_data);     
input H_readyN;
input H_rsp;
input H_rstN;
input H_clk;
input   [data_size-1 :0] R_data;
output  [31:0] H_add;
output         H_WR;
output  [2:0]  H_size;
output  [3:0]  H_burst;
output  [1:0]  H_trans;
output  [data_size-1:0] W_data;
input   [31:0] i_add;     
input          i_WR;
input   [2:0]  i_size;
input   [2:0]  i_burst;
input          busy;
input          idle;
input   [data_size-1:0] i_data;
reg     [1:0]  i_trans;
reg     [data_size-1:0] data_1;
reg     [31:0] add;
reg            WR;
reg     [2:0]  size;
reg     [3:0]  burst;
reg     [data_size-1:0] data;
reg     [6:0]  cal_size;
reg     [4:0]  cal_burst;  
reg     [12:0] initial_add;
reg     [12:0] trans_size;  
reg     [12:0] start_add;
reg     [12:0] wrap_bound;
reg     [data_size-1:0]rec_data;
reg     [3:0] counter;
reg     [3:0] shifty;
reg     [3:0] temp_counter;
reg     [1:0] trans_next;
	parameter HTRANS_IDLE    = 2'b00;
	parameter HTRANS_BUSY    = 2'b01; 
	parameter HTRANS_NONSEQ  = 2'b10;
	parameter HTRANS_SEQ     = 2'b11;
	parameter SINGLE   = 3'b000;
	parameter INCR     = 3'b001;
	parameter WRAP4    = 3'b010;
	parameter INCR4    = 3'b011;
	parameter WRAP8    = 3'b100;
	parameter INCR8    = 3'b101;
	parameter WRAP16   = 3'b110;
	parameter INCR16   = 3'b111;
	parameter BYTE     = 3'b000;
	parameter BYTE_2   = 3'b001;
	parameter BYTE_4   = 3'b010;
	parameter BYTE_8   = 3'b011;
	parameter BYTE_16  = 3'b100;
	parameter BYTE_32  = 3'b101;
	parameter BYTE_64  = 3'b110;
	parameter BYTE_128 = 3'b111;
assign H_WR     = WR;
assign H_size   = size;
assign H_add    = add;   
assign H_burst  = burst;
assign H_trans  = i_trans;
assign W_data   =  data  ;
always @ (negedge H_clk)
	rec_data <= R_data;
always @ (posedge H_clk , negedge H_rstN)
	begin
		if (!H_rstN)
			begin		
						WR     <= 1'b0; 
						size   <= 3'b0;
						burst  <= 4'b0;		
						data   <= 0;
						data_1 <= 0;
			end 
		else if (H_readyN) 
			begin			
						WR     <= i_WR; 
						size   <= i_size;
						burst  <= i_burst;		
				if (i_WR && !busy)
					begin    	 
						data_1 <= i_data; 
						data   <= data_1;
					end
				else		
						data   <= data_1;  
			end
		else 	
			begin
						data_1 <= data_1;  
						data   <= data;
			end
	end
always @ (posedge H_clk or negedge H_rstN)
begin
if (!H_rstN)                                                            
																		        add  <= 32'b0;
else if (H_readyN && trans_next == HTRANS_NONSEQ)   
	begin								 
																		initial_add  <= i_add [12:0];
																		        add  <= i_add;
																		temp_counter <= counter;
	end
else if(H_readyN &&(!busy) && trans_next == HTRANS_SEQ && i_burst == INCR )   
																		        add  <= add + cal_size;
else if(H_readyN &&(!busy) && temp_counter != 0 && trans_next == HTRANS_SEQ 
		&& (i_burst == WRAP4 | i_burst == WRAP8 | i_burst == WRAP16 ))
	begin 								
																		temp_counter <= temp_counter -1;
		if((add[12:0]+cal_size) >= wrap_bound)
																		        add  <={add[31:13],((add[12:0]+ cal_size) - trans_size)};
		else								 
																		        add  <={add[31:13],(add[12:0] + cal_size)}; 
	end		  
else if(H_readyN &&(!busy) && temp_counter != 0 && trans_next == HTRANS_SEQ 
		&& (i_burst == INCR4 | i_burst == INCR8 | i_burst == INCR16 ))
	begin	  		
																		        add  <= (add + cal_size);   
																		temp_counter <= temp_counter -1;
	end
else if ((i_burst == SINGLE)||(i_trans == HTRANS_IDLE)) 
																		temp_counter <= 0;
else
	begin
																		         add <= add;
																		temp_counter <= temp_counter;
	end
end
always @(posedge H_clk or negedge H_rstN )
	if (!H_rstN)        i_trans <= HTRANS_IDLE; 
	else if (idle)      i_trans <= HTRANS_IDLE;
	else if (busy)      i_trans <= HTRANS_BUSY;
	else if (!H_readyN) i_trans <= i_trans;
	else                i_trans <= trans_next;
always @(i_trans,temp_counter,busy,idle,burst,H_rsp)  
begin
 case(i_trans)
	HTRANS_IDLE  :				
																		trans_next = HTRANS_NONSEQ;   
	HTRANS_BUSY  :	if (!busy)	
																		trans_next = HTRANS_SEQ; 
					else		
																		trans_next = HTRANS_BUSY;
	HTRANS_NONSEQ:	if((burst != SINGLE))     
																		trans_next = HTRANS_SEQ;   
					else if (!H_readyN && H_rsp) 					    
																		trans_next = HTRANS_IDLE;											    	
					else												trans_next = HTRANS_NONSEQ;
	HTRANS_SEQ   :	begin 
						if(burst != SINGLE && burst != INCR) 
							if (temp_counter == 0)
																		trans_next = HTRANS_NONSEQ;
							else
																		trans_next = HTRANS_SEQ;
						else if (!H_readyN && H_rsp) 				    
																		trans_next = HTRANS_IDLE;
						else 					   
																		trans_next = HTRANS_SEQ;
					end
 endcase
end		
always @(i_burst)   
	case (i_burst)
		WRAP4 : begin counter = 4'd3; cal_burst = 5'd4;  end
		INCR4 : begin counter = 4'd3; cal_burst = 5'd0;  end 
		WRAP8 : begin counter = 4'd7; cal_burst = 5'd8;  end
		INCR8 : begin counter = 4'd7; cal_burst = 5'd0;  end 
		WRAP16: begin counter = 4'd15;cal_burst = 5'd16; end
		INCR16: begin counter = 4'd15;cal_burst = 5'd0;  end 
		default:begin counter = 4'd0; cal_burst = 5'd0;  end 
	endcase
always @ (cal_burst,i_size,initial_add,shifty,cal_size)
begin 
	trans_size = cal_burst * cal_size;
	start_add  = ((initial_add >> shifty)*(trans_size));  
	wrap_bound = start_add + trans_size ;
end
always @(i_size)     
 case(i_size)
	BYTE   : cal_size = 1;
	BYTE_2 : cal_size = 2;
	BYTE_4 : cal_size = 4;
	BYTE_8 : cal_size = 8;
	BYTE_16: cal_size = 16;
	BYTE_32: cal_size = 32;
	BYTE_64: cal_size = 64;
	BYTE_128:cal_size = 128;
	default: cal_size = 0;
 endcase
always @(trans_size)    
	case(1'b1)   
		trans_size[3]: shifty = 3; 
		trans_size[4]: shifty = 4; 
		trans_size[5]: shifty = 5;
		trans_size[6]: shifty = 6;
		trans_size[7]: shifty = 7;
		trans_size[8]: shifty = 8; 
		trans_size[9]: shifty = 9;
		trans_size[10]:shifty = 10; 
		default:shifty =0;
	endcase
endmodule
==> ./run.sh <==
#!/bin/bash
# OpenROAD 26Q1-2900-gdf79404cd8, Yosys 0.63+post, stock flow scripts
make -C /OpenROAD-flow-scripts/flow DESIGN_CONFIG=/design/flow/config.mk WORK_HOME=/design/flow/orfs finish
==> ./config.mk <==
export PLATFORM = sky130hd
export DESIGN_NAME = Master
export DESIGN_NICKNAME = Master
export VERILOG_FILES = /design/flow/design.v
export SDC_FILE = /design/flow/constraint.sdc
export NUM_CORES = 4
export LEC_CHECK = 1
export CORE_UTILIZATION = 50
==> ./constraint.sdc <==
current_design Master

set clk_period 6.7
set clk_io_pct 0.2

create_clock -name clk0 -period $clk_period [get_ports {H_clk}]

set non_clock_inputs [all_inputs -no_clocks]
set_input_delay [expr $clk_period * $clk_io_pct] -clock clk0 $non_clock_inputs
set_output_delay [expr $clk_period * $clk_io_pct] -clock clk0 [all_outputs]
==> run_results.csv <==
group,metric,value,unit
outcome,status,"finished, violations left",
outcome,violations,"negative setup slack",
yosys,yosysUniqueCellTypes,76,
clock_tree,root_buffer,"clkbuf_16",
yosys,yosys.area.top_type,"dfrtp_1",
floorplan,row_count,50,
clock_tree,cts_tree,"yes",
detailed_routing,firstDrtPassIters,4,
clock_tree,cts_made_buffers,17,
yosys,avgSynthCellArea,9.85,µm²
critical_path,crit_top_cell,"ha_4",
yosys,ys_seq_share,0.330,
layout,drive_gt1_frac,0.288,
hold_path,hold_class,"flop to flop",
detailed_routing,diodes,0,
clock_tree,ctsHoldBuffers,0,
placement,io_buffers,149,
placement,gp_congestion,0.938,
yosys,synthCells,964,
sta,rsz0062_at_grt,"true",
sta,hold_slack,0.492,ns
yosys,synth_top_area_share,0.277,
pwr,vdd_drop_max,0.000259,V
sta,fmax,96.7,MHz
sta,worst_clock_skew,0.0188,ns
detailed_routing,ant_nets,0,
yosys,synthFlopType,"dfrtp_1",
placement,pre_cts_ws,-4.78,ns
critical_path,cpPeakStageDelay,0.56,ns
layout,area.sequential,3140,µm²
floorplan,die_h,140,µm
detailed_routing,wl_per_cell,16.8,µm
critical_path,cp.required,6.97,ns
layout,final_area,13300,µm²
sta,setup_viol,11,
yosys,yosysMostFrequentCell,"dfrtp_1",
clock_tree,clk_latency,0.41,ns
pwr,swShare,0.306,
layout,area_growth_syn_to_layout,40.2,%
pwr,seqPwrFrac,0.347,
pwr,clockPowerShare,0.301,
detailed_routing,post-route-drc-count,0,
floorplan,core_area,18600,µm²
detailed_routing,totalWireLength,24900,µm
critical_path,cp-end-kind,"flop",
floorplan,fp_util,0.509,
grt,grt_max_degree,47,
sta,period_minus_slack,10.34,ns
floorplan,pin_count,183,
yosys,netlist_area,9500,µm²
detailed_routing,drt-vias-per-instance,5.33,
critical_path,cp_data_arrival_time,10.61,ns
yosys,synth_warnings,1,
critical_path,crit_fanout,8,
detailed_routing,drt_iter0_markers,299,
placement,placed_cells,1424,
pwr,cell_internal_pwr,0.00198,W
pwr,power.switching,0.000869,W
yosys,async_flop_share,0.861,
clock_tree,cts_sinks,122,
grt,antenna_found_initial,0,
clock_tree,htree_levels,4,
pwr,leakagePower,5.84,nW
critical_path,path_class,"input port to flop",
yosys,top_cells_by_count,"105 x dfrtp_1, 100 x nand2_1, 98 x inv_1, 82 x ha_1, 72 x nor2_1",
clock_tree,clk_path_buf_depth,2,
layout,nFillCells,1370,
layout,instances_no_fill,1483,
pwr,pwr-share-comb,0.352,
yosys,top_cells_by_area,"dfrtp_1 28%, ha_1 11%, fa_1 9.9%, mux2_2 8.4%, edfxtp_1 5.4%",
run,drv_cap,0,
run,warnings,61,
layout,comb_area,6380,µm²
sta,fin_crit_sh,1.54,
sta,worst_pin_slew,0.679,ns
critical_path,slowest_stage,"or4b_4",
clock_tree,clk_pin_slew,0.06,ns
sta,hold_viol,0,
yosys,edf_count,17,
critical_path,cp-start-kind,"input port",
yosys,synth_flops,122,
sta,maxSlewHeadroom,0.546,
pwr,p_per_area,214,nW/µm²
placement,placed_area,12100,µm²
pwr,finalPower,0.00285,W
yosys,ys_cells,964,
yosys,ys_area,9500,µm²
grt,grtUsageTotal,0.276,
detailed_routing,vias,7898,
floorplan,die_width,140,µm
grt,first_global_vias,7892,
grt,gr-total-overflow,0,
sta,setup_ws,-3.64,ns
sta,maxSlewViolCount,0,
floorplan,die_area,19600,µm²
placement,hpwl,18900,µm
grt,grt_pass1_wl,40500,µm
==> sequential cells by signal, summed over array words and instances, names as in the netlist <==
register,flops
add,32
initial_add,13
temp_counter,4
data_1,32
data,32
burst,3
WR,1
i_trans,2
size,3
==> repair_timing <==
item	4_1_cts	5_1_grt
pin swaps	62	18
setup buffers	22	4
resized	101	38
cloned	1	0
endpoints found under the setup margin	11	11
==> through the flow <==
| stage | TNS, ns | utilization |
|---|---|---|
| 2_1_floorplan | -40.59 | - |
| 3_3_place_gp | -51.45 | 0.649 |
| 3_5_place_dp | -51.91 | 0.649 |
| 4_1_cts | -39.40 | 0.703 |
| 5_1_grt | -44.13 | 0.714 |
| 6_report | -39.63 | 0.714 |
==> area by class of cell <==
class,instances,area share
inverters,100,0.0282
multi-input cells,713,0.479
flip-flops and latches,122,0.236
repair buffers,282,0.193
clock buffers,19,0.0325
well taps,234,0.0220
clock inverters,13,0.00912
==> cell families after synthesis <==
| kind of cell | share of synthesized area |
|---|---|
| AOI/OAI and AO/OA | 0.104 |
| xor gates and xnor gates | 0.0418 |
| adders and majority gates | 0.207 |
| buffers and inverters | 0.0552 |
| DFF | 0.330 |
| muxes | 0.113 |
| other | 0.000395 |
| and+or+nand+nor | 0.148 |
==> worst paths after layout <==
| path | from | endpoint | slack, ns | depth (start not counted) |
|---|---|---|---|---|
| setup / recovery | i_size[1] | add[11] | -3.64 | 43 |
| hold / removal | data_1[2] | data[2] | 0.49 | 1 |
| setup reg to reg | initial_add[10] | add[11] | -0.09 | 31 |
| hold reg to reg | data_1[2] | data[2] | 0.49 | 1 |
| max in group asynchronous | H_rstN | add[25] | 4.40 | 3 |
| min in group asynchronous | H_rstN | data[24] | 0.82 | 1 |
==> power groups by stage <==
stage | Combinational [W] | Sequential, W | Clock (W)
finish | 0.00100 | 0.000987 | 0.000856
CTS | 0.000982 | 0.000987 | 0.000877
global route | 0.00110 | 0.00101 | 0.000906
==> cells in the final DEF, fill, tap and decap left out, types with 10 or more instances in the layout <==
master	synthesis	final
nand2_2	1	11
dfrtp_1	105	105
inv_2	1	12
clkbuf_16	0	18
ha_4	0	16
inv_1	98	87
ha_1	82	63
edfxtp_1	17	17
mux2i_1	27	16
o211ai_1	10	10
nor2_1	72	64
o21ai_0	33	22
a21oi_1	30	23
buf_4	1	123
and3_1	12	12
xor2_1	10	10
nand2_1	100	90
nor3_1	20	18
nand3_1	18	18
o21a_1	15	15
mux2_2	71	71
clkdlybuf4s50_1	0	141
fa_1	47	40
and2_1	18	16
buf_6	2	12
xnor2_1	29	29
==> worst max-delay path, delay by kind of cell <==
family,cells,cell delay [ns]
xor gates and xnor gates,5,0.96
buffers and inverters,10,1.05
muxes,3,0.55
and+or+nand+nor,6,1.36
adders and majority gates,11,3.91
AOI/OAI and AO/OA,8,1.42
==> layer usage <==
layer  routed length (µm)  track usage  up-vias
met5                    0            0        -
met4                  482       0.0486        0
met3                 1350       0.0589       20
met2                11800        0.420      169
met1                11400        0.430     3835
li1                     -            -     3874
Power figures rest on the tool's default switching activity, not on a simulated workload.
